===== /design/flow/run.sh =====
#!/bin/bash
# OpenROAD 26Q1-2900-gdf79404cd8, Yosys 0.63+post, stock flow scripts
make -C /OpenROAD-flow-scripts/flow DESIGN_CONFIG=/design/flow/config.mk WORK_HOME=/design/flow/orfs finish

===== /design/flow/config.mk =====
export PLATFORM = sky130hd
export DESIGN_NAME = instruction_decoder
export DESIGN_NICKNAME = instruction_decoder
export VERILOG_FILES = /design/flow/design.v
export SDC_FILE = /design/flow/constraint.sdc
export NUM_CORES = 4
export LEC_CHECK = 1
export CORE_AREA = 10 10 70 70
export DIE_AREA = 0 0 80 80

===== /design/flow/constraint.sdc =====
current_design instruction_decoder

set clk_period 1.8
set clk_io_pct 0.2

create_clock -name clk0 -period $clk_period

set non_clock_inputs [all_inputs -no_clocks]
set_input_delay [expr $clk_period * $clk_io_pct] -clock clk0 $non_clock_inputs
set_output_delay [expr $clk_period * $clk_io_pct] -clock clk0 [all_outputs]

===== /design/flow/design.v =====
module instruction_decoder(instruction, shift, aluop, sximm5, sximm8, writenum, readnum1, readnum2, asel, bsel, vsel);
    parameter WIDTH = 16;
    input [15:0] instruction;
    output [1:0] shift, aluop;
    output reg [2:0] writenum;
    output [2:0] readnum1, readnum2;
    output [WIDTH-1:0] sximm5, sximm8;
    output tri asel;
    output bsel;
    output tri [1:0] vsel;
    assign shift = ^instruction[15:13] ? 2'b00 : instruction[4:3];
    assign aluop = instruction[12:11];
    assign sximm5 = {{WIDTH-5{instruction[4]}}, instruction[4:0]};
    assign sximm8 = {{WIDTH-8{instruction[7]}}, instruction[7:0]};
    always_comb
    casex(instruction[15:12])
        4'b1101: writenum = instruction[10:8];  
        4'b1xxx: writenum = instruction[7:5];  
        default: writenum = 3'bzzz;  
    endcase
    assign readnum1 = instruction[10:8];
    assign readnum2 = instruction[14:13] == 2'b00 ? instruction[7:5] : instruction[2:0];
    always_comb
    casex(instruction[15:13])
        3'b110: asel = 1;  
        3'b101: asel = 0;  
        3'b011: asel = 0;  
        default: asel = 1'bz;  
    endcase
    assign bsel = (instruction[15:13] == 3'b011 || instruction[15:13] == 3'b100);
    always_comb
    casex(instruction[15:12])
        4'b1101: vsel = 2'b10;  
        4'b0110: vsel = 2'b11;  
        4'b1xxx: vsel = 2'b00;  
        default: vsel = 2'bzz;  
    endcase
endmodule

==> flow_summary.ini <==
; yosys + openroad results
[critical_path]
cp.required_ps = 1440
path_class = in -> out
path_delay_family = buffers and inverters
cp_cell_sequence = buf_2, inv_2, ha_4, buf_4, mux2_4, dlygate4sd2_1
critPathLaunchType = input pin
crit_path_end_kind = output pin
cpMaxStageDelayCell = mux2_4
cp.arrival_ps = 1360
crit_fanout = 4
cpPeakStageDelay_ps = 290
critical_path_buf_inv_count = 4

[drt]
met2WireLength_um = 848
highest_layer = met3
wl_per_cell_um = 12.0
dr.pass1.iters = 2
m1WireLength_um = 636
drc = 0
vias = 496
ant_nets = 0
dr_wl_met3_um = 333
viasPerCell = 3.26
antenna_cells = 0
drt_iter0_drc = 7
drt-total-wl_um = 1820

[die]
fp_util_pct = 14.4
core-area_um2 = 3420
num_io_pins = 65
placementRows = 21
die-area_um2 = 6400
die_height_um = 80
dieWidth_um = 80

[final_timing]
setup-tns-final_ps = 0
slew_violations = 0
finalCritPeriodShare_pct = 95.4
rsz0062_at_grt = no
hold_viol_final = 0
slew_headroom_pct = 86.4
setup_viol_count_final = 0
min_period_ps = 1720
clock.fmax_ghz = 0.582
tightestPinTransition_ps = 202

[synthesis]
synthCells = 60
yosysWarnings = 12
syn_area_per_cell_um2 = 8.22
yosysUniqueCellTypes = 13
top_cell_area_share_pct = 56.3
largest_area_cell = buf_4
ys_cells = 60
synth.most_common_cell = buf_4
ys_area_um2 = 493
synth_area_um2 = 493
yosys.stat.seqShare_pct = 0
area_leaders = buf_4, mux2_2, ha_1
yosys-top-cells-count = buf_4, mux2_2, ha_1

[finish]
flop-count = 0
register_area_um2 = 0
drive_above_1_share_pct = 37.7
nClkBuffers = 0
n_fill_cell = 353
fin_util_pct = 31.6
fin_area_um2 = 1080
syn2layout_area_growth_pct = 119

[pwr]
ir_worst_vdd_mv = 0.0745
p_per_area_nw_per_um2 = 200
p_leak_nw = 0.542
total_power_w = 0.000216

[global_routing]
grt_pass1_vias = 523
grt_start_max_net_pins = 10
grt-ovfl-total = 0
grt_first_pass_wirelength_um = 2700
gr-usage-all-layers_pct = 4.89
antenna_found_initial = 0

[worst_hold_path]
hp-start = instruction[11]
hold_path.class = in -> out
whs_path_depth = 0
holdPathEnd = aluop[0]

[place]
gp_congestion = 0.781
port_buffers = 63
hpwl_um = 1590
dpl-instance-area_um2 = 1000

[job]
drv_cap = 0
log.warning_count = 36

[status]
status = completed

[clocking]
cts_hold_buf = 0
-- metal layers --
layer | up-vias | GRT usage [%]
met5 | - | 0
met4 | 0 | 0.176
met3 | 0 | 2.39
met2 | 33 | 8.27
met1 | 212 | 5.74
li1 | 251 | -
-- cell families (layout without fill, tap and decap cells) --
kind of cell | Yosys count | in the layout | synth area share, %
mux | 8 | 8 | 18.0
xor+xnor | 1 | 1 | 1.78
simple gates | 6 | 6 | 8.88
fa+ha+maj | 4 | 4 | 10.2
buf+inv | 40 | 86 | 60.2
compound gates | 1 | 1 | 1.01
-- metrics by stage --
| step | worst slack, ps | hold WS (ps) | std cells |
|---|---|---|---|
| after detailed placement | -539 | 720 | 146 |
| after global placement | -554 | 720 | 146 |
| after floorplan | 469 | 733 | 60 |
| final | 82.6 | 720 | 152 |
| after CTS | -100 | 720 | 149 |
| after global routing | 31.2 | 720 | 152 |
-- power by group --
| group | leakage [nW] | internal (W) | switching (W) |
|---|---|---|---|
| clock | 0 | 0 | 0 |
| combinational | 0.542 | 0.000161 | 0.0000541 |
| sequential | 0 | 0 | 0 |
| total | 0.542 | 0.000161 | 0.0000541 |
-- how the worst max path moves through the flow --
stage	start	end	slack (ps)	depth (start not counted)
finish	instruction[14]	readnum2[1]	80	6
global route	instruction[12]	vsel[1]	30	4
CTS	instruction[15]	vsel[0]	-100	4
-- layout by cell type, fill, tap and decap left out, types with 2 or more instances in the layout --
master            n
inv_2             2
dlygate4sd2_1    14
buf_2             3
and2_1            2
clkdlybuf4s50_1  38
dlymetal6s2s_1    4
clkbuf_2          3
buf_4            17
buf_6             3
ha_1              3
mux2_4            6
-- final cells by class --
cell class | instances | area (um^2) | share of cell area, %
inverters | 2 | 7.51 | 0.695
repair buffers | 84 | 766 | 70.9
multi-input cells | 20 | 249 | 23.1
well taps | 46 | 57.6 | 5.33
-- timing repair --
item                                    4_1_cts  5_1_grt
pin swaps                                     6        1
setup buffers                                 2        3
cloned                                        1        0
endpoints found under the setup margin       35        7
gates resized                                47        8
Power is estimated from default activity; no workload was simulated.
