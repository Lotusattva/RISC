File: run.sh
#!/bin/bash
# OpenROAD 26Q1-2900-gdf79404cd8, Yosys 0.63+post, stock flow scripts
make -C /OpenROAD-flow-scripts/flow DESIGN_CONFIG=/design/flow/config.mk WORK_HOME=/design/flow/orfs finish
File: design.v
module shifter(in, shift, out);
    parameter WIDTH = 16;
    input [WIDTH-1:0] in;
    input [1:0] shift;
    output [WIDTH-1:0] out;
    assign out = shift[1] ? {{in[WIDTH-1] & shift[0]}, in[WIDTH-1:1]} : in << shift[0];
endmodule
File: constraint.sdc
current_design shifter

set clk_period 1.3
set clk_io_pct 0.2

create_clock -name clk0 -period $clk_period

set non_clock_inputs [all_inputs -no_clocks]
set_input_delay [expr $clk_period * $clk_io_pct] -clock clk0 $non_clock_inputs
set_output_delay [expr $clk_period * $clk_io_pct] -clock clk0 [all_outputs]
File: config.mk
export PLATFORM = sky130hd
export DESIGN_NAME = shifter
export DESIGN_NICKNAME = shifter
export VERILOG_FILES = /design/flow/design.v
export SDC_FILE = /design/flow/constraint.sdc
export NUM_CORES = 4
export LEC_CHECK = 1
export CORE_AREA = 10 10 70 70
export DIE_AREA = 0 0 80 80
==> qor.rpt <==
======================================================================================
Hold violation count in the final report                                             0
Layer with the highest usage after global routing                                 met1
Height of the chip                                                               80 µm
Pin count of the biggest net entering global routing                                10
Count of antenna diodes in the layout                                                0
CP Launch Point                                                               shift[1]
Drt pass-1 iters                                                                     4
Layout cells sized above 1                                                       29.0%
Biggest area cells                                                        sky130_fd_sc_hd__mux2i_1 (41%), sky130_fd_sc_hd__nand2_1 (15%), sky130_fd_sc_hd__o21ai_1 (13%)
Post-Layout Cell Count                                                             139
Leakage dissipation                                                           0.396 nW
Clock share of power                                                                0%
Worst-case setup margin in the final layout                                  0.0221 ns
Fin. max-slew vios                                                                   0
Areal power density over the cells                                          297 mW/mm²
Outcome                                                                   finished clean
Via count                                                                          483
First-pass GRT wire length                                                     2270 µm
Worst setup timing slack at the placement stage                              -0.734 ns
Area added between synthesis and finish                                           120%
Total placed cells including tap cells                                             131
Worst hold slack                                                              0.808 ns
Setup repair after global routing missed its margin                              false
Number of DRC violations after detailed routing                                      0
First DRT Iteration DRCs                                                             8
Top cells by instance count after synthesis                               sky130_fd_sc_hd__mux2i_1 (14), sky130_fd_sc_hd__nand2_1 (14), sky130_fd_sc_hd__o21ai_1 (9), sky130_fd_sc_hd__o21ai_0 (5)
# hold bufs at CTS                                                                   0
Endpoint type of the worst setup path                                      output port
F_max                                                                          783 MHz
Post-route core utilization                                                      22.2%
Synthesis warning total                                                              0
Chip area                                                                  0.00640 mm²
Cell total in the yosys stat output                                                 51
Met2 Use GR                                                                      6.02%
Distinct lib cells used                                                             11
Final routed wire length divided by cell count                                 11.3 µm
Total net switching power                                                  0.0000853 W
Width of the chip                                                                80 µm
GR Layer Usage met1                                                              6.39%
VDD IR max                                                                   0.0872 mV
Slew at the pin with the worst max-slew slack                                 0.149 ns
Area taken by flip-flops and latches                                             0 µm²
Number of cells produced by synthesis                                               51
Total of endpoints with negative setup slack in the final report                     0
Worst EP required                                                              1.04 ns
Number of antenna violations at the first check in global routing                    0
GR Overflow Total                                                                    0
Rel. slew slack                                                                  89.8%
Global routing met3 resource utilization                                         1.59%
Critical path's largest stage delay                                            0.29 ns
Initial core utilization                                                         10.1%
Count of buffers from port buffering                                                34
Synthesized area per cell                                                     6.75 µm²
Standard cell core area                                                    0.00342 mm²
Syn Std Cell Area                                                              344 µm²
Flip-flops                                                                           0
Maximum Capacitance Violations                                                       0
Clock period minus worst slack                                                 1.28 ns
Total routing resource utilization after global routing                          4.29%
Sequential share of power                                                           0%
Top Ports                                                                           34
Placed cell areas                                                              731 µm²
Share of total power consumed by net switching                                   37.9%
Number of global-route vias before repair                                          486
Site Rows                                                                           21
Sum of net half-perimeters after detailed placement                            1280 µm
Critical path, cell by cell                                               buf_6 > mux2_4 > a22o_1 > clkdlybuf4s15_1
Post-route clock period utilization                                              98.3%
Synth area leader                                                         sky130_fd_sc_hd__mux2i_1
Last weighted congestion value of the routability-driven placer                  0.747
Crit path arrival time                                                         1.02 ns
Type of the most critical hold path                                       input port to output port
Maximum fanout along the worst path                                                  6
Chip area in the Yosys report                                                  344 µm²
Final cell area excluding filler cells                                         757 µm²
Post-synthesis sequential area ratio                                                0%
Top Family by Delay on Critical Path                                      multiplexers
Internal Pwr Total                                                          0.000140 W
Kind of launch point of the worst setup path                                input port
Number of OpenROAD warnings                                                         33
Buffers & Inverters on Critical Path                                                 2
Post-detailed-route via-to-cell ratio                                             3.47
Kind of critical path                                                     input port to output port
Library cell contributing the largest single delay on the critical path   sky130_fd_sc_hd__mux2_4
Sum of routed wire length over all layers                                      1570 µm
Max-area cell share                                                              40.7%
Hold path startpoint                                                          shift[1]
Clock buffer cells                                                                   0
Fraction of power consumed by combinational cells                               100.0%
Antenna Violating Nets Remaining                                                     0
======================================================================================
[layout make-up]
cell class	count	area (µm²)
Multi-Input combinational cell	46	302
Fill cell	403	2660
Timing Repair Buffer	47	398
Tap cell	46	57.6
[through the flow]
| step | total power [W] | setup TNS (ns) |
|---|---|---|
| 3_3_place_gp | 0.000243 | -10.70 |
| 5_1_grt | 0.000250 | 0 |
| 6_report | 0.000225 | 0 |
| 4_1_cts | 0.000223 | -0.107 |
| 3_5_place_dp | 0.000244 | -10.79 |
| 2_1_floorplan | 0.0000821 | 0 |
[worst min-delay path, stage by stage]
cell                      delay [ns]
sky130_fd_sc_hd__buf_6          0.10
sky130_fd_sc_hd__o21ai_1        0.07
sky130_fd_sc_hd__buf_2          0.11
[power by group through the flow]
stage	sequential (W)	combinational, W	clock [W]
4_1_cts	0	0.000223	0
5_1_grt	0	0.000250	0
6_report	0	0.000225	0
[layer usage]
metal	vias up	share of wire, %
met5	-	0
met3	0	11
met1	193	52
met2	23	37
li1	267	-
met4	0	0
[path summary, 6_finish.rpt]
check / slack [ns] / endpoint / cells after the start
worst min-delay path: 0.81 / out[14] / 3
worst max-delay path: 0.02 / out[15] / 4
[cell families after synthesis]
group / share of synthesized area, %
AND/OR/NAND/NOR: 16.4
AND-OR/OR-AND: 25.5
buffers and inverters: 14.2
multiplexers: 44.0
[layout by cell type (no fill, tap or decap), drive strengths merged]
master | Yosys | layout
a22o | 2 | 2
buf | 5 | 24
clkbuf | 0 | 1
clkdlybuf4s15 | 0 | 1
dlygate4sd2 | 0 | 21
mux2 | 1 | 1
mux2i | 14 | 14
nand2 | 14 | 14
nor2 | 1 | 1
o21ai | 14 | 14
[timing repair]
| item | in CTS | in global routing |
|---|---|---|
| pin swaps | 9 | 3 |
| resized | 75 | 7 |
| endpoints found under the setup margin | 16 | 11 |
| buffers inserted | 8 | 0 |
Power is estimated from default activity; no workload was simulated.
