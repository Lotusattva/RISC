## ./design.v

```verilog
module alu(in_a, in_b, op, out);
    parameter WIDTH = 16;
    input [WIDTH-1:0] in_a, in_b;
    input [1:0] op;
    output [WIDTH-1:0] out;
    wire [WIDTH-1:0] aout, lout;
    au #(.WIDTH(WIDTH)) au1(.in_a(in_a), .in_b(in_b), .rop(op[0]), .out(aout));
    lu #(.WIDTH(WIDTH)) lu1(.in_a(in_a), .in_b(in_b), .rop(op[0]), .out(lout));
    assign out = op[1] ? lout : aout;
endmodule
module au(in_a, in_b, rop, out);
    parameter WIDTH = 16;
    input [WIDTH-1:0] in_a, in_b;
    input rop;
    output [WIDTH-1:0] out;
    assign out = rop ? in_a - in_b : in_a + in_b;
endmodule
module lu(in_a, in_b, rop, out);
    parameter WIDTH = 16;
    input [WIDTH-1:0] in_a, in_b;
    input rop;
    output [WIDTH-1:0] out;
    assign out = rop ? ~in_b : in_a & in_b;
endmodule
```

## ./run.sh

```bash
#!/bin/bash
# OpenROAD 26Q1-2900-gdf79404cd8, Yosys 0.63+post, stock flow scripts
make -C /OpenROAD-flow-scripts/flow DESIGN_CONFIG=/design/flow/config.mk WORK_HOME=/design/flow/orfs finish
```

## ./config.mk

```make
export PLATFORM = sky130hd
export DESIGN_NAME = alu
export DESIGN_NICKNAME = alu
export VERILOG_FILES = /design/flow/design.v
export SDC_FILE = /design/flow/constraint.sdc
export NUM_CORES = 4
export LEC_CHECK = 1
export CORE_AREA = 10 10 89 89
export DIE_AREA = 0 0 99 99
```

## ./constraint.sdc

```tcl
current_design alu

set clk_period 6.9
set clk_io_pct 0.2

create_clock -name clk0 -period $clk_period

set non_clock_inputs [all_inputs -no_clocks]
set_input_delay [expr $clk_period * $clk_io_pct] -clock clk0 $non_clock_inputs
set_output_delay [expr $clk_period * $clk_io_pct] -clock clk0 [all_outputs]
```

==> run notes <==
Notes on the physical implementation.

- Routability-driven placement finished with a final weighted congestion of ~0.86.
- The final layout contains routed wiring with a total length of around 4500 um.
- The average routed wire per standard cell is 12.8 um, for reference.
- The worst setup path is launched from an input pin.
- The detailed-route vias per instance is between 4 and 5, for reference.
- The remaining max-slew budget at the tightest pin is 0.527, for reference.
- The layout report lists the combined flip-flop and latch area as 0 um^2.
- The max-slew violation count is 0, for reference.
- The area figure in the yosys stat output is around 0.0014 mm^2, for reference.
- The report lists the number of standard-cell rows as 28.
- According to the cell report, flip-flops and latches in the layout number 0.
- After synthesis, the share of cell area in mux cells is 0.0218.
- The initial antenna violation count is 0.
- The clock period minus worst slack is approximately 6.6 ns, for reference.
- Data on the critical path arrives at its endpoint at 5.24 ns.
- The iteration tally of the first detailed-router pass is 4, for reference.
- Per the synthesis report, the AND-OR/OR-AND share of the synthesized area is 0.321.
- The final layout report lists a filler cell count of 636.
- The worst hold path terminates at out[0].
- The placed wire-length estimate is about 3700 um, for reference.
- The power density over cell area is approximately 97 mW/mm^2, for reference.
- The highest attainable clock frequency is 151 MHz, for reference.
- For this design the top-level I/O count stands at approximately 50.
- The final setup slack of the worst path is about 0.28 ns, for reference.
- In this run the standard cell core region covers 0.00599 mm^2.
- The layout has 0 clock buffers.
- A synthesized cell averages 6.34 um^2.
- Once detail routing completed, the nets flagged for antenna violations numbered 0.
- The total global routing overflow is 0, for reference.
- The core utilization at floorplan is 0.239, for reference.
- During synthesis, Yosys emitted a total of 0 warnings.
- Counting only logic cells after layout, the most numerous master is clkdlybuf4s50_1.
- The number of global-route vias before repair is around 1700, for reference.
- The path class of the tightest hold or removal check is in -> out.
- In this run the vertical extent of the chip is 99 um.
- The layout cell share with drive strength beyond 1 is 0.0582, for reference.
- The vias after detailed routing is about 1700, for reference.
- The origin of the worst min-delay path is in_a[0], for reference.
- Looking at the max-slew report, the worst-margin pin has a slew of around 0.70 ns.
- The count of cell types in the netlist is ~42, for reference.
- The final hold slack is ~3.8 ns, for reference.
- After technology mapping, the gate count stands at approximately 230.
- Setup slack on the worst path after placement came out at about 0.20 ns.
- The total die size is between 0.009 and 0.01 mm^2, for reference.
- The maximum fanout along the worst path is 5, for reference.
- Across every metal layer, demand over resource in global routing totals 0.0899.
- Per the OpenROAD floorplan log, the width of the die is 99 um.
- In the layout the commonest cells are clkdlybuf4s50_1 (50), o21ai_0 (26), nand2_1 (21).
- The count of final setup violators is 0, for reference.
- Per the synthesis report, the adder-cell share of the synthesized area is 0.162.
- The DRC violation count after routing is 0, for reference.
- Looking at the VDD voltage map, the peak drop is 0.0344 mV.
- The dominant kind of combinational cell is AND-OR/OR-AND gates, for reference.
- The category of the most critical setup path is in -> out, for reference.
- The sequential cell area fraction in the yosys report is 0, for reference.
- The number of maximum-capacitance constraint violations is 0, for reference.
- The mapped netlist covers between 0.001 and 0.0015 mm^2.
- The number of cells reported by Yosys stat comes to approximately 230.
- The DRC violation total after the first TritonRoute iteration is approximately 90, for reference.
- The flow ran to the end, and the final reports show no timing, DRC or antenna violations.
- In the hold timing report, the worst path depth is 5.
- The required time reported for the critical path endpoint is approximately 5.5 ns, for reference.
- The leakage component of the power was reported as just over 0.8 nW.
- The worst setup path is captured at a primary output.
- After clock tree synthesis, the setup repair step added 0 buffers.
- Post-route period utilization is reported as 0.959.
- Counting endpoints that fail hold in the final report gives 0.
- The first global-routing pass estimated slightly below 8000 um of wire.
- The basic-gate share of the synthesized area counting and, or, nand and nor cells is 0.296, for reference.
- The maximum number of pins on one net before global-route repair is 32, for reference.
- The stage logs contain a warning count of 33.
- In the routed netlist, the antenna diode instances number 0.
- The tally of buffers added on design ports is ~50, for reference.
- The flow measured a signed area growth from synthesis to layout of 44.2%.
- The share of the synthesized netlist area taken by xor and xnor gates is 0.147, for reference.
## how the worst max path moves through the flow
stage       start      end  slack [ns]  cells after the start
5_1_grt   in_b[9]  out[15]       -0.01                     15
6_report  in_b[9]  out[15]        0.28                     15
4_1_cts   in_b[9]  out[15]        0.18                     15
## synth_stat cells (all sizes together), types with 3 or more instances
cell	n	area, um^2
nand2	21	78.8
clkbuf	9	33.8
inv	11	41.3
nor3	8	40.0
xor2	6	52.6
nor3b	3	22.5
nor2	14	52.6
a21o	5	37.5
o21a	3	22.5
ha	17	213
a21oi	19	95.1
or3	3	23.8
xnor2	18	158
o21ai	36	180
nand2b	5	31.3
nand3	14	70.1
and3	3	18.8
a211oi	3	22.5
## where the power goes
group | internal [W] | switching (W) | leakage (nW)
sequential | 0 | 0 | 0
clock | 0 | 0 | 0
combinational | 0.000110 | 0.0000901 | 0.810
total | 0.000110 | 0.0000901 | 0.810
## area by class of cell
class	instances	area, um^2	share of cell area
inverter	11	41.3	0.0200
tap	75	93.8	0.0454
timing repair buffer	58	561	0.271
multi-input combinational	206	1370	0.663
## through the flow
step	cells	util	power [W]	TNS [ns]	area [um^2]
after global placement	350	0.343	0.000198	0	2050
after CTS	350	0.343	0.000200	0	2050
after floorplan	226	-	0.000113	0	1430
after global routing	350	0.345	0.000227	-0.0103	2070
after detailed placement	350	0.343	0.000199	0	2050
final	350	0.345	0.000200	0	2070
## cell families after synthesis
family,after synthesis
AOI/OAI and AO/OA,79
xor gates and xnor gates,24
adders and majority gates,18
buffers and inverters,20
muxes,3
and+or+nand+nor,82
## worst max-delay path, stage by stage
cell and delay (ns):
clkdlybuf4s50_1 0.49, or4_4 0.56, or3_4 0.36, nor2_1 0.09, a21oi_1 0.08, xnor2_1 0.13, ha_1 0.35, nor2_1 0.09
or3_1 0.39, o22ai_2 0.17, or2_4 0.17, o21bai_1 0.10, a41oi_1 0.13, a2111o_1 0.32, clkdlybuf4s50_1 0.41
## per-layer routing
metal,vias up,wire length (um),global-route usage
met2,38,1860,0.143
met1,749,2270,0.129
met3,0,354,0.0183
met5,-,0,0
li1,935,-,-
met4,0,0,0
## what timing repair did
action	CTS	global route
endpoints found under the setup margin	0	1
resized	0	3
hold buffers	0	0
Power is estimated from default activity; no workload was simulated.
